<file path="/design/flow/design.v">
module memdessertQueue(input clk, input reset,
    output io_enq_ready,
    input  io_enq_valid,
    input [127:0] io_enq_bits_data,
    input [5:0] io_enq_bits_tag,
    input  io_deq_ready,
    output io_deq_valid,
    output[127:0] io_deq_bits_data,
    output[5:0] io_deq_bits_tag,
    output[2:0] io_count
);
  wire[2:0] T0;
  wire[1:0] ptr_diff;
  reg [1:0] R1;
  wire[1:0] T19;
  wire[1:0] T2;
  wire[1:0] T3;
  wire do_deq;
  reg [1:0] R4;
  wire[1:0] T20;
  wire[1:0] T5;
  wire[1:0] T6;
  wire do_enq;
  wire T7;
  wire ptr_match;
  reg  maybe_full;
  wire T21;
  wire T8;
  wire T9;
  wire[5:0] T10;
  wire[133:0] T11;
  reg [133:0] ram [3:0];
  wire[133:0] T12;
  wire[133:0] T13;
  wire[133:0] T14;
  wire[127:0] T15;
  wire T16;
  wire empty;
  wire T17;
  wire T18;
  wire full;
  assign io_count = T0;
  assign T0 = {T7, ptr_diff};
  assign ptr_diff = R4 - R1;
  assign T19 = reset ? 2'h0 : T2;
  assign T2 = do_deq ? T3 : R1;
  assign T3 = R1 + 2'h1;
  assign do_deq = io_deq_ready & io_deq_valid;
  assign T20 = reset ? 2'h0 : T5;
  assign T5 = do_enq ? T6 : R4;
  assign T6 = R4 + 2'h1;
  assign do_enq = io_enq_ready & io_enq_valid;
  assign T7 = maybe_full & ptr_match;
  assign ptr_match = R4 == R1;
  assign T21 = reset ? 1'h0 : T8;
  assign T8 = T9 ? do_enq : maybe_full;
  assign T9 = do_enq != do_deq;
  assign io_deq_bits_tag = T10;
  assign T10 = T11[3'h5:1'h0];
  assign T11 = ram[R1];
  assign T13 = T14;
  assign T14 = {io_enq_bits_data, io_enq_bits_tag};
  assign io_deq_bits_data = T15;
  assign T15 = T11[8'h85:3'h6];
  assign io_deq_valid = T16;
  assign T16 = empty ^ 1'h1;
  assign empty = ptr_match & T17;
  assign T17 = maybe_full ^ 1'h1;
  assign io_enq_ready = T18;
  assign T18 = full ^ 1'h1;
  assign full = ptr_match & maybe_full;
  always @(posedge clk) begin
    if(reset) begin
      R1 <= 2'h0;
    end else if(do_deq) begin
      R1 <= T3;
    end
    if(reset) begin
      R4 <= 2'h0;
    end else if(do_enq) begin
      R4 <= T6;
    end
    if(reset) begin
      maybe_full <= 1'h0;
    end else if(T9) begin
      maybe_full <= do_enq;
    end
    if (do_enq)
      ram[R4] <= T13;
  end
endmodule
module memdessertMemDesser(input clk, input reset,
    output io_narrow_req_ready,
    input  io_narrow_req_valid,
    input [15:0] io_narrow_req_bits,
    output io_narrow_resp_valid,
    output[15:0] io_narrow_resp_bits,
    input  io_wide_req_cmd_ready,
    output io_wide_req_cmd_valid,
    output[25:0] io_wide_req_cmd_bits_addr,
    output[5:0] io_wide_req_cmd_bits_tag,
    output io_wide_req_cmd_bits_rw,
    input  io_wide_req_data_ready,
    output io_wide_req_data_valid,
    output[127:0] io_wide_req_data_bits_data,
    output io_wide_resp_ready,
    input  io_wide_resp_valid,
    input [127:0] io_wide_resp_bits_data,
    input [5:0] io_wide_resp_bits_tag
);
  wire T0;
  reg [3:0] recv_cnt;
  wire[3:0] T50;
  wire[3:0] T1;
  wire[3:0] T2;
  wire[3:0] T3;
  wire[3:0] T4;
  wire[3:0] T5;
  wire T6;
  wire T7;
  wire T8;
  wire adone;
  wire T9;
  wire T10;
  reg [2:0] state;
  wire[2:0] T51;
  wire[2:0] T11;
  wire[2:0] T12;
  wire[2:0] T13;
  wire[2:0] T14;
  wire[2:0] T15;
  wire[2:0] T16;
  wire[2:0] T17;
  wire T18;
  wire T19;
  wire T20;
  wire T21;
  wire T22;
  wire T23;
  reg [1:0] data_recv_cnt;
  wire[1:0] T52;
  wire[1:0] T24;
  wire[1:0] T25;
  wire[1:0] T26;
  wire[1:0] T27;
  wire T28;
  wire T29;
  wire T30;
  wire ddone;
  wire T31;
  wire T32;
  wire rdone;
  wire T33;
  wire[127:0] T34;
  reg [143:0] in_buf;
  wire[143:0] T35;
  wire[143:0] T36;
  wire[127:0] T37;
  wire T38;
  wire T39;
  wire[47:0] req_cmd;
  wire[5:0] T40;
  wire[25:0] T41;
  wire T42;
  wire[15:0] T53;
  wire[133:0] T43;
  wire[8:0] T44;
  wire[133:0] T45;
  wire[133:0] T46;
  wire T47;
  wire T48;
  wire T49;
  wire dataq_io_enq_ready;
  wire dataq_io_deq_valid;
  wire[127:0] dataq_io_deq_bits_data;
  wire[5:0] dataq_io_deq_bits_tag;
  assign T0 = recv_cnt == 4'h8;
  assign T50 = reset ? 4'h0 : T1;
  assign T1 = rdone ? 4'h0 : T2;
  assign T2 = T30 ? 4'h0 : T3;
  assign T3 = T8 ? 4'h0 : T4;
  assign T4 = T6 ? T5 : recv_cnt;
  assign T5 = recv_cnt + 4'h1;
  assign T6 = T7 | io_narrow_resp_valid;
  assign T7 = io_narrow_req_valid & io_narrow_req_ready;
  assign T8 = T10 & adone;
  assign adone = io_narrow_req_valid & T9;
  assign T9 = recv_cnt == 4'h2;
  assign T10 = state == 3'h0;
  assign T51 = reset ? 3'h0 : T11;
  assign T11 = T28 ? 3'h0 : T12;
  assign T12 = T22 ? 3'h0 : T13;
  assign T13 = T20 ? 3'h2 : T14;
  assign T14 = T30 ? 3'h3 : T15;
  assign T15 = T18 ? T17 : T16;
  assign T16 = T8 ? 3'h1 : state;
  assign T17 = io_wide_req_cmd_bits_rw ? 3'h2 : 3'h4;
  assign T18 = T19 & io_wide_req_cmd_ready;
  assign T19 = state == 3'h1;
  assign T20 = T21 & io_wide_req_data_ready;
  assign T21 = state == 3'h3;
  assign T22 = T20 & T23;
  assign T23 = data_recv_cnt == 2'h3;
  assign T52 = reset ? 2'h0 : T24;
  assign T24 = rdone ? T27 : T25;
  assign T25 = T20 ? T26 : data_recv_cnt;
  assign T26 = data_recv_cnt + 2'h1;
  assign T27 = data_recv_cnt + 2'h1;
  assign T28 = rdone & T29;
  assign T29 = data_recv_cnt == 2'h3;
  assign T30 = T32 & ddone;
  assign ddone = io_narrow_req_valid & T31;
  assign T31 = recv_cnt == 4'h7;
  assign T32 = state == 3'h2;
  assign rdone = io_narrow_resp_valid & T33;
  assign T33 = recv_cnt == 4'h8;
  assign io_wide_resp_ready = dataq_io_enq_ready;
  assign io_wide_req_data_bits_data = T34;
  assign T34 = in_buf >> 5'h10;
  assign T35 = T6 ? T36 : in_buf;
  assign T36 = {io_narrow_req_bits, T37};
  assign T37 = in_buf[8'h8f:5'h10];
  assign io_wide_req_data_valid = T38;
  assign T38 = state == 3'h3;
  assign io_wide_req_cmd_bits_rw = T39;
  assign T39 = req_cmd[1'h0:1'h0];
  assign req_cmd = in_buf >> 7'h60;
  assign io_wide_req_cmd_bits_tag = T40;
  assign T40 = req_cmd[3'h6:1'h1];
  assign io_wide_req_cmd_bits_addr = T41;
  assign T41 = req_cmd[6'h20:3'h7];
  assign io_wide_req_cmd_valid = T42;
  assign T42 = state == 3'h1;
  assign io_narrow_resp_bits = T53;
  assign T53 = T43[4'hf:1'h0];
  assign T43 = T45 >> T44;
  assign T44 = recv_cnt * 5'h10;
  assign T45 = T46;
  assign T46 = {dataq_io_deq_bits_data, dataq_io_deq_bits_tag};
  assign io_narrow_resp_valid = dataq_io_deq_valid;
  assign io_narrow_req_ready = T47;
  assign T47 = T49 | T48;
  assign T48 = state == 3'h2;
  assign T49 = state == 3'h0;
  memdessertQueue dataq(.clk(clk), .reset(reset),
       .io_enq_ready( dataq_io_enq_ready ),
       .io_enq_valid( io_wide_resp_valid ),
       .io_enq_bits_data( io_wide_resp_bits_data ),
       .io_enq_bits_tag( io_wide_resp_bits_tag ),
       .io_deq_ready( T0 ),
       .io_deq_valid( dataq_io_deq_valid ),
       .io_deq_bits_data( dataq_io_deq_bits_data ),
       .io_deq_bits_tag( dataq_io_deq_bits_tag )
  );
  always @(posedge clk) begin
    if(reset) begin
      recv_cnt <= 4'h0;
    end else if(rdone) begin
      recv_cnt <= 4'h0;
    end else if(T30) begin
      recv_cnt <= 4'h0;
    end else if(T8) begin
      recv_cnt <= 4'h0;
    end else if(T6) begin
      recv_cnt <= T5;
    end
    if(reset) begin
      state <= 3'h0;
    end else if(T28) begin
      state <= 3'h0;
    end else if(T22) begin
      state <= 3'h0;
    end else if(T20) begin
      state <= 3'h2;
    end else if(T30) begin
      state <= 3'h3;
    end else if(T18) begin
      state <= T17;
    end else if(T8) begin
      state <= 3'h1;
    end
    if(reset) begin
      data_recv_cnt <= 2'h0;
    end else if(rdone) begin
      data_recv_cnt <= T27;
    end else if(T20) begin
      data_recv_cnt <= T26;
    end
    if(T6) begin
      in_buf <= T36;
    end
  end
endmodule
module memdessertMemDessert(input clk, input reset,
    output io_narrow_req_ready,
    input  io_narrow_req_valid,
    input [15:0] io_narrow_req_bits,
    output io_narrow_resp_valid,
    output[15:0] io_narrow_resp_bits,
    input  io_wide_req_cmd_ready,
    output io_wide_req_cmd_valid,
    output[25:0] io_wide_req_cmd_bits_addr,
    output[5:0] io_wide_req_cmd_bits_tag,
    output io_wide_req_cmd_bits_rw,
    input  io_wide_req_data_ready,
    output io_wide_req_data_valid,
    output[127:0] io_wide_req_data_bits_data,
    output io_wide_resp_ready,
    input  io_wide_resp_valid,
    input [127:0] io_wide_resp_bits_data,
    input [5:0] io_wide_resp_bits_tag
);
  wire x_io_narrow_req_ready;
  wire x_io_narrow_resp_valid;
  wire[15:0] x_io_narrow_resp_bits;
  wire x_io_wide_req_cmd_valid;
  wire[25:0] x_io_wide_req_cmd_bits_addr;
  wire[5:0] x_io_wide_req_cmd_bits_tag;
  wire x_io_wide_req_cmd_bits_rw;
  wire x_io_wide_req_data_valid;
  wire[127:0] x_io_wide_req_data_bits_data;
  wire x_io_wide_resp_ready;
  assign io_wide_resp_ready = x_io_wide_resp_ready;
  assign io_wide_req_data_bits_data = x_io_wide_req_data_bits_data;
  assign io_wide_req_data_valid = x_io_wide_req_data_valid;
  assign io_wide_req_cmd_bits_rw = x_io_wide_req_cmd_bits_rw;
  assign io_wide_req_cmd_bits_tag = x_io_wide_req_cmd_bits_tag;
  assign io_wide_req_cmd_bits_addr = x_io_wide_req_cmd_bits_addr;
  assign io_wide_req_cmd_valid = x_io_wide_req_cmd_valid;
  assign io_narrow_resp_bits = x_io_narrow_resp_bits;
  assign io_narrow_resp_valid = x_io_narrow_resp_valid;
  assign io_narrow_req_ready = x_io_narrow_req_ready;
  memdessertMemDesser x(.clk(clk), .reset(reset),
       .io_narrow_req_ready( x_io_narrow_req_ready ),
       .io_narrow_req_valid( io_narrow_req_valid ),
       .io_narrow_req_bits( io_narrow_req_bits ),
       .io_narrow_resp_valid( x_io_narrow_resp_valid ),
       .io_narrow_resp_bits( x_io_narrow_resp_bits ),
       .io_wide_req_cmd_ready( io_wide_req_cmd_ready ),
       .io_wide_req_cmd_valid( x_io_wide_req_cmd_valid ),
       .io_wide_req_cmd_bits_addr( x_io_wide_req_cmd_bits_addr ),
       .io_wide_req_cmd_bits_tag( x_io_wide_req_cmd_bits_tag ),
       .io_wide_req_cmd_bits_rw( x_io_wide_req_cmd_bits_rw ),
       .io_wide_req_data_ready( io_wide_req_data_ready ),
       .io_wide_req_data_valid( x_io_wide_req_data_valid ),
       .io_wide_req_data_bits_data( x_io_wide_req_data_bits_data ),
       .io_wide_resp_ready( x_io_wide_resp_ready ),
       .io_wide_resp_valid( io_wide_resp_valid ),
       .io_wide_resp_bits_data( io_wide_resp_bits_data ),
       .io_wide_resp_bits_tag( io_wide_resp_bits_tag )
  );
endmodule
</file>
<file path="/design/flow/run.sh">
#!/bin/bash
# OpenROAD 26Q1-2900-gdf79404cd8, Yosys 0.63+post, stock flow scripts
make -C /OpenROAD-flow-scripts/flow DESIGN_CONFIG=/design/flow/config.mk WORK_HOME=/design/flow/orfs finish
</file>
<file path="/design/flow/config.mk">
export PLATFORM = sky130hd
export DESIGN_NAME = memdessertMemDessert
export DESIGN_NICKNAME = memdessertMemDessert
export VERILOG_FILES = /design/flow/design.v
export SDC_FILE = /design/flow/constraint.sdc
export NUM_CORES = 4
export LEC_CHECK = 1
export CORE_UTILIZATION = 30
</file>
<file path="/design/flow/constraint.sdc">
current_design memdessertMemDessert

set clk_period 19.9
set clk_io_pct 0.2

create_clock -name clk0 -period $clk_period [get_ports {clk}]

set non_clock_inputs [all_inputs -no_clocks]
set_input_delay [expr $clk_period * $clk_io_pct] -clock clk0 $non_clock_inputs
set_output_delay [expr $clk_period * $clk_io_pct] -clock clk0 [all_outputs]
</file>
==> flow_results.xml <==
<?xml version="1.0" encoding="UTF-8"?>
<metrics>
  <group name="logic_synthesis">
    <metric name="yosys_cells" unit="">1213</metric>
    <metric name="ys_seq_share" unit="%">79.2</metric>
    <metric name="yosys-stat-area" unit="mm2">0.0256</metric>
    <metric name="postSynthCellCount" unit="">1213</metric>
    <metric name="yosysUniqueCellTypes" unit="">41</metric>
    <metric name="ys_top_cells_by_area" unit="">edfxtp_1 78%, mux4_2 8.4%, mux2i_1 3.8%, dfxtp_1 1.3%, buf_4 1.1%</metric>
    <metric name="synth-warning-count" unit="">2</metric>
    <metric name="post_synth_instance_area" unit="mm2">0.0256</metric>
    <metric name="synth_largest_type_area_fraction" unit="%">77.9</metric>
    <metric name="synth_flops" unit="">681</metric>
    <metric name="cell_taking_the_most_area_after_synthesis" unit="">edfxtp_1</metric>
    <metric name="post_synth.cell_area_avg" unit="um2">21.1</metric>
  </group>
  <group name="timing">
    <metric name="slew_headroom" unit="%">42.7</metric>
    <metric name="timing.setup.tns" unit="ns">0</metric>
    <metric name="final_hold_viol_count" unit="">0</metric>
    <metric name="grt_setup_unrepaired" unit="">false</metric>
    <metric name="hold-worst-slack" unit="ns">0.439</metric>
    <metric name="fmaxAchievable" unit="MHz">124</metric>
    <metric name="number_of_pins_with_negative_max_slew_slack_in_the_final_report" unit="">0</metric>
    <metric name="skew" unit="ns">0.168</metric>
    <metric name="tightestPinTransition" unit="ns">0.860</metric>
    <metric name="finalSetupViolations" unit="">0</metric>
    <metric name="layout_min_cycle_time" unit="ns">8.07</metric>
    <metric name="post-route-period-util" unit="%">40.5</metric>
  </group>
  <group name="power_and_ir_drop">
    <metric name="ir_drop" unit="uV">72.9</metric>
    <metric name="power_density" unit="mW/mm2">106</metric>
    <metric name="standby_leakage_power" unit="uW">0.0101</metric>
  </group>
  <group name="clock_tree">
    <metric name="clk_latency" unit="ns">0.60</metric>
    <metric name="tritoncts_num_sinks" unit="">681</metric>
    <metric name="cts-buffers-inserted" unit="">71</metric>
    <metric name="worst_setup_hold_path_clk_slew" unit="ns">0.06</metric>
    <metric name="ctsHoldBuffers" unit="">0</metric>
    <metric name="ctsRootBufferMaster" unit="">clkbuf_16</metric>
    <metric name="cts.repair_timing.setup_buffer_count" unit="">0</metric>
    <metric name="cts.path.max_buffers" unit="">3</metric>
    <metric name="cts_resized" unit="">0</metric>
    <metric name="cts_max_level" unit="">3</metric>
    <metric name="tritoncts" unit="">done</metric>
  </group>
  <group name="die">
    <metric name="die_height" unit="um">294</metric>
    <metric name="design.portCount" unit="">338</metric>
    <metric name="fp.dieArea" unit="mm2">0.0865</metric>
    <metric name="total_number_of_placement_rows" unit="">106</metric>
    <metric name="die_width" unit="um">294</metric>
    <metric name="floorplan.core_util" unit="%">30.4</metric>
    <metric name="core" unit="mm2">0.0841</metric>
  </group>
  <group name="setup_path">
    <metric name="worst-endpoint-arrival" unit="ns">4.09</metric>
    <metric name="reg2reg_from" unit="">x.dataq.R4[0]</metric>
    <metric name="cp-end-kind" unit="">primary output</metric>
    <metric name="worst_r2r_path_depth" unit="">5</metric>
    <metric name="maximum_fanout_count_along_the_critical_path" unit="">50</metric>
    <metric name="worst_setup_path_start_kind" unit="">flip-flop</metric>
    <metric name="worstPathRequired" unit="ns">15.92</metric>
    <metric name="timing.setup.critical_path_class" unit="">flip-flop to primary output</metric>
  </group>
  <group name="min_path">
    <metric name="timing.hold.worst.start" unit="">x.in_buf[58]</metric>
    <metric name="hp-class" unit="">flip-flop to flip-flop</metric>
    <metric name="hold_path_depth" unit="">0</metric>
  </group>
  <group name="routing">
    <metric name="met3_layer_wire_length_in_the_routed_design" unit="um">7000</metric>
    <metric name="wire_per_inst" unit="um">21.5</metric>
    <metric name="drt_pass1_iterations" unit="">4</metric>
    <metric name="detail-route-antenna-nets" unit="">0</metric>
    <metric name="drt_first_iter_violations" unit="">582</metric>
    <metric name="met1_length" unit="um">22000</metric>
    <metric name="via_per_inst" unit="">4.59</metric>
    <metric name="drc_errors" unit="">0</metric>
    <metric name="routed-wl-met2" unit="um">28900</metric>
    <metric name="route.top_layer_used" unit="">met5</metric>
    <metric name="routed_wl" unit="um">59300</metric>
    <metric name="detailroute.via_count" unit="">12600</metric>
  </group>
  <group name="global_route">
    <metric name="global_route.usage.total" unit="%">14.6</metric>
    <metric name="grt-ovfl-total" unit="">0</metric>
    <metric name="grt_antenna_before_repair" unit="">22</metric>
    <metric name="grt_first_pass_wirelength" unit="um">87000</metric>
    <metric name="grt_start_max_net_pins" unit="">67</metric>
    <metric name="grt_pass1_vias" unit="">13400</metric>
  </group>
  <group name="layout">
    <metric name="seqCellArea" unit="mm2">0.0203</metric>
    <metric name="post_route_cells_drive_above_1_share" unit="%">15.0</metric>
    <metric name="comb_area" unit="mm2">0.00468</metric>
    <metric name="n_fill_cell" unit="">7559</metric>
    <metric name="area_growth" unit="%">25.9</metric>
  </group>
  <group name="run">
    <metric name="log.warning_count" unit="">30</metric>
    <metric name="max_cap_violations" unit="">0</metric>
  </group>
  <group name="placed_design">
    <metric name="gp_routability_congestion" unit="">0.790</metric>
    <metric name="port_buffers" unit="">337</metric>
    <metric name="place_hpwl" unit="um">37100</metric>
  </group>
  <group name="run_status">
    <metric name="run_status" unit="">finished, final reports clean</metric>
  </group>
</metrics>
==> kinds of logic after synthesis <==
group,synth area share (%)
AOI/OAI and AO/OA,2.88
xor gates and xnor gates,0.308
adders and majority gates,0.391
buffers and inverters,2.61
DFF,79.2
muxes,12.2
and+or+nand+nor,2.36
==> critical path, cell delays in order (launching register included) <==
cell and delay [ns]:
dfxtp_4 0.80, buf_4 0.78, mux2i_1 0.17, a22o_1 0.26, a221oi_1 0.33, o22ai_1 0.18
o31ai_2 0.36, clkdlybuf4s50_1 0.53
==> synthesized netlist by cell type, drive strengths merged <==
cell and number:
a21oi 8, a221oi 24, a22o 24, a22oi 1
a311o 1, a311oi 1, a32o 1, and2 2
and3 4, and4 1, and4b 2, buf 65
clkbuf 26, dfxtp 17, edfxtp 664, ha 8
inv 5, mux2i 97, mux4 96, nand2 43
nand2b 1, nand3 4, nand4 8, nand4b 1
nor2 53, nor2b 3, nor3 10, o21ai 3
o22ai 22, o31ai 6, or2 2, or4b 1
xnor2 6, xor2 3
==> path summary, 6_finish.rpt <==
| path | to | slack, ns |
|---|---|---|
| worst max-delay path | io_narrow_resp_bits[3] | 11.83 |
| worst min-delay path | x.in_buf[42] | 0.44 |
| worst max register to register | x.dataq.ram[0][108] | 16.86 |
| worst min register to register | x.in_buf[42] | 0.44 |
==> per-stage QoR <==
step / area, um2 / utilization (%) / cells / power (uW) / setup WS (ns)
CTS: 32200 / 38.3 / 2750 / 3460 / 11.62
floorplan: 25600 / - / 1213 / 1920 / 10.50
global route: 32200 / 38.3 / 2752 / 3550 / 11.50
detailed placement: 30000 / 35.7 / 2622 / 2180 / 12.27
finish: 32200 / 38.3 / 2754 / 3420 / 11.83
global placement: 30000 / 35.7 / 2622 / 2180 / 12.33
==> power breakdown <==
group | total [uW] | switching (uW) | leakage, uW | internal (uW)
Combinational | 387 | 175 | 0.00270 | 213
Clock | 1270 | 539 | 0.00109 | 730
Sequential | 1760 | 45.5 | 0.00633 | 1710
==> cells in the final DEF (no fill, tap or decap), types with 6 or more instances in the layout <==
cell             instances
edfxtp_1               664
clkdlybuf4s50_1        337
mux2i_1                 97
mux4_2                  96
clkbuf_16               73
nor2_1                  52
nand2_1                 43
buf_4                   29
a22o_1                  24
o22ai_1                 22
a221oi_1                22
clkinv_1                17
clkbuf_1                15
dfxtp_1                 14
nor3_1                  10
clkinv_2                10
nand4_1                  8
a21oi_1                  8
ha_1                     8
xnor2_1                  6
o31ai_2                  6
==> area by class of cell <==
cell class                      instances  share of cell area, %
Antenna cell                            4                 0.0310
Clock inverter                         40                   1.08
Inverter                                5                 0.0582
Clock buffer                           88                   5.84
Multi-Input combinational cell        436                   14.5
Sequential cell                       681                   62.9
Tap cell                             1134                   4.40
Timing Repair Buffer                  366                   11.1
==> flip-flops by register name, indices dropped and copies added (netlist names), named ones only <==
register            flops
x.data_recv_cnt         2
x.recv_cnt              4
x.dataq.R4              2
x.dataq.R1              2
x.state                 4
x.dataq.maybe_full      1
x.dataq.ram           536
x.in_buf              128
==> per-layer routing <==
metal / vias up / track usage [%]
li1: 5651 / -
met1: 6347 / 19.0
met2: 495 / 22.8
met3: 110 / 7.98
met4: 36 / 2.57
met5: - / 0
Power is estimated from default activity; no workload was simulated.
